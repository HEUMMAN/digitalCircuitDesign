**flow/design.v**
```verilog
module digital_clock (clock, reset, FND3, FND2, FND1, FND0, out_min_tens, out_min_ones, out_sec_tens, out_sec_ones);
	input clock, reset;
	output [6:0] FND3, FND2, FND1, FND0;
	output wire [3:0] out_min_tens, out_min_ones, out_sec_tens, out_sec_ones;
	wire w1;  
	wire [3:0] w3;  
	wire [3:0] w4;  
	wire [3:0] w5;  
	wire [3:0] w6;  
	wire [6:0] w7;  
	wire [6:0] w8;  
	wire [6:0] w9;  
	wire [6:0] w10;  
	wire [3:0] w11;  
	clock_divider #(.input_hz(500), .output_hz(1)) clock_divider_1_hz(.reset(reset), .clock_in(clock), .clock_out(w1));
	timer_00_59 timer(.reset(reset), .clock(w1), .out_1sec_BCD(w6), .out_10sec_BCD(w5), .out_1min_BCD(w4), .out_10min_BCD(w3));
	fnd_driver FND_driver_min_tens(.in_BCD(w3), .out_FND(w7));
	fnd_driver FND_driver_min_ones(.in_BCD(w4), .out_FND(w8));
	fnd_driver FND_driver_sec_tens(.in_BCD(w5), .out_FND(w9));
	fnd_driver FND_driver_sec_ones(.in_BCD(w6), .out_FND(w10));
	ring_counter_4_bit ring_counter(.reset(reset), .clock(w1), .out(w11));
	negative_tri_state_buffer_N_bit #(7) buffer_0 (.in_disable(w11[0]), .in(w10), .out(FND0));  
	negative_tri_state_buffer_N_bit #(7) buffer_1 (.in_disable(w11[1]), .in(w9), .out(FND1));  
	negative_tri_state_buffer_N_bit #(7) buffer_2 (.in_disable(w11[2]), .in(w8), .out(FND2));  
	negative_tri_state_buffer_N_bit #(7) buffer_3 (.in_disable(w11[3]), .in(w7), .out(FND3));  
	assign out_sec_ones = w6;  
	assign out_sec_tens = w5;  
	assign out_min_ones = w4;  
	assign out_min_tens = w3;  
endmodule
module clock_divider (reset, clock_in, clock_out);
	parameter input_hz = 6;
	parameter output_hz = 1;
	parameter in_out_ratio = input_hz / output_hz;
	input clock_in, reset;
	output clock_out;
	reg clock_out;
	reg [31:0] internal_count;
	always @(posedge clock_in or posedge reset) begin
		if (reset) begin
			internal_count <= 1'b0;
			clock_out <= 1'b0;
		end
		else if (internal_count == (in_out_ratio - 1)) begin
			internal_count <= 32'b0;
			clock_out <= 1'b1;
		end
		else if (internal_count == (in_out_ratio/2 - 1)) begin
			clock_out <= 1'b0;
			internal_count <= internal_count + 1;
		end
		else begin
			internal_count <= internal_count + 1;
		end
	end
endmodule
module ring_counter_4_bit (reset, clock, out);
	input reset, clock;
	output reg [3:0] out;
	always @(posedge clock or posedge reset) begin
		if (reset) begin
			out <= 4'b0111;
		end
		else begin
			out[3] <= out[0];
			out[2] <= out[3];
			out[1] <= out[2];
			out[0] <= out[1];
		end
	end
endmodule
module negative_tri_state_buffer_N_bit (in_disable, in, out);
	parameter N = 7;
	input in_disable;
	input [N-1:0] in;
	output reg [N-1:0] out;
	always @(in_disable or in) begin
		if (in_disable == 1'b0) out <= in;
		else out <= 1'bz;
	end
endmodule
module timer_00_59 (reset, clock, out_1sec_BCD, out_10sec_BCD, out_1min_BCD, out_10min_BCD);
	input reset, clock;
	output reg [3:0] out_1sec_BCD;
	output reg [3:0] out_10sec_BCD;
	output reg [3:0] out_1min_BCD;
	output reg [3:0] out_10min_BCD;
	always @(posedge clock or posedge reset) begin
		if (reset) begin
			out_1sec_BCD <= 4'd0;
			out_10sec_BCD <= 4'd0;
			out_1min_BCD <= 4'd0;
			out_10min_BCD <= 4'd0;
		end
		else begin
			if (out_1sec_BCD == 4'd9) begin
				 out_1sec_BCD <= 4'd0;
				if (out_10sec_BCD == 4'd5) begin
					 out_10sec_BCD <= 4'd0;
					 out_1min_BCD <= out_1min_BCD + 1;
					if (out_1min_BCD == 4'd9) begin
						 out_1min_BCD <= 4'd0;
						 if(out_10min_BCD == 4'd5) begin
							 out_10min_BCD <= 4'd0;
						 end
				else begin
					out_10min_BCD <= out_10min_BCD + 1;
				end
			end
			else begin
				 out_1min_BCD <= out_1min_BCD + 1;
			end
		end
		else begin
				out_10sec_BCD <= out_10sec_BCD + 1;
		end
	end
	else begin
		out_1sec_BCD <= out_1sec_BCD + 1;
	end
end
end
endmodule
module fnd_driver (in_BCD, out_FND);
	input [3:0] in_BCD;
	output [6:0] out_FND;
	reg [6:0] out_FND;
	always @(in_BCD) begin
		case (in_BCD)
			4'd0: out_FND <= 7'b1000000;
			4'd1: out_FND <= 7'b1111001;
			4'd2: out_FND <= 7'b0100100;
			4'd3: out_FND <= 7'b0110000;
			4'd4: out_FND <= 7'b0011001;
			4'd5: out_FND <= 7'b0010010;
			4'd6: out_FND <= 7'b0000010;
			4'd7: out_FND <= 7'b1011000;
			4'd8: out_FND <= 7'b0000000;
			4'd9: out_FND <= 7'b0010000;
			default out_FND <= 7'b0000110;
		endcase
	end
endmodule
```
**flow/run.sh**
```bash
#!/bin/bash
# OpenROAD 26Q1-2900-gdf79404cd8, Yosys 0.63+post, stock flow scripts
make -C /OpenROAD-flow-scripts/flow DESIGN_CONFIG=/design/flow/config.mk WORK_HOME=/design/flow/orfs finish
```
**flow/config.mk**
```make
export PLATFORM = sky130hd
export DESIGN_NAME = digital_clock
export DESIGN_NICKNAME = digital_clock
export VERILOG_FILES = /design/flow/design.v
export SDC_FILE = /design/flow/constraint.sdc
export NUM_CORES = 4
export LEC_CHECK = 1
export CORE_UTILIZATION = 50
```
**flow/constraint.sdc**
```tcl
current_design digital_clock

set clk_period 6.9
set clk_io_pct 0.2

create_clock -name clk0 -period $clk_period [get_ports {clock}]

set non_clock_inputs [all_inputs -no_clocks]
set_input_delay [expr $clk_period * $clk_io_pct] -clock clk0 $non_clock_inputs
set_output_delay [expr $clk_period * $clk_io_pct] -clock clk0 [all_outputs]
```
==> metrics.yaml <==
fin_cells: 461
untimed_endpoints: 64
rsz0062_at_grt: "false"
cp-startpoint: "reset"
drive_above_1_share: 0.06218
avgSynthCellArea_sq_um: 9.389
holdPathEnd: "clock_divider_1_hz.internal_count[31]"
vias_per_cell: 5.371
unclocked_pins: 20
power.total_mw: 0.3392
rows: 28
p_leak_nw: 1.637
rr_endpoint: "clock_divider_1_hz.internal_count[24]"
antennaDiodeCount: 0
r2r_slack_ns: 4.97
synth_area_sq_mm: 0.003221
portBuffers: 45
lay_top_cells: "dfrtp_1, clkdlybuf4s50_1, nor2_1"
fin_tns_setup_ns: 0
dpl_cell_area_sq_mm: 0.003730
cts_tree: "built"
wire_per_inst_um: 12.63
post-route-min-period_ns: 2.005
fin_area_sq_mm: 0.003816
arrival_ns: 2.37
status: "complete, no violations"
yosys-stat-area_sq_mm: 0.003221
core_sq_mm: 0.006061
cts_setup_buffers: 0
place_hpwl_um: 4230
path_class: "in -> async"
grt_pass1_vias: 2192
vias: 2476
netlist_instances: 343
slew_headroom: 0.5797
skew_ns: 0.003894
hold_class: "reg -> reg"
h-tree-depth: 2
die_w_um: 82.26
timing.rr.start: "clock_divider_1_hz.internal_count[0]"
firstDrtPassIters: 4
max_cap_violations: 0
clkSlewWorstSetupHoldPaths_ns: 0.07
cts.repair.resized: 0
initCoreUtil: 0.5314
finish.utilization: 0.6296
hold_viol: 0
ioPinCount: 46
grt_pass1_wl_um: 10070
dp_worst_setup_slack_ns: 4.538
syn2layout_area_growth_pct: 18.49
routed_wl_um: 5824
cp.required_ns: 7.26
drtIter0Drc: 94
hold_buffers: 0
die-area_sq_mm: 0.006766
worst_slack_ns: 4.895
synth_flops: 53
worst_hold_path.num_cells: 1
die_h_um: 82.26
clk_path_buf_depth: 2
p_per_area_mw_per_mm2: 88.88
crit_fanout: 53
fin_hold_ws_ns: 0.4826
cts_made_buffers: 5
worstRegToRegCells: 5
place_inst: 453
tightestPinTransition_ns: 0.6304
warnings: 47
drc: 0
max_clock_freq_mhz: 498.8
ys_cells: 343
grt_use_total: 0.1965
end_kind: "async pin"
period_used_share: 0.2905
clock_latency_ns: 0.28
startpoint_type: "input port"
gp_congestion: 0.8000
peakVddDrop_mv: 0.1250
hold_start: "clock_divider_1_hz.internal_count[31]"
setup-violations-final: 0
layout_top_cell: "dfrtp_1"
grt_start_max_net_pins: 54
cts_root_buffer: "clkbuf_8"
yosys_warnings: 6
postRouteAntennaNets: 0
grt_overflow_total: 0
drv_slew: 0
antenna_found_initial: 0
yosysSeqAreaShare: 0.4130
synth.distinct_cells: 37
logic make-up (layout without fill, tap and decap cells):
kind of cell	after synthesis	after routing	share of synthesized area
DFF	53	53	0.4130
buffers and inverters	25	68	0.02952
AOI/OAI and AO/OA	49	49	0.08470
and+or+nand+nor	151	151	0.2622
adders and majority gates	26	26	0.1010
muxes	7	7	0.02253
xor gates and xnor gates	32	32	0.08702
critical path: stages:
cell and delay [ns]:
clkdlybuf4s50_1 0.41, inv_2 0.05, buf_4 0.50
cell usage after synthesis:
master,instances,area (sq um)
dfrtp_1,50,1251
nor2_1,40,150.1
nand2_1,30,112.6
ha_1,26,325.3
xnor2_1,26,227.7
o21ai_0,21,105.1
a21oi_1,19,95.09
nand3_1,19,95.09
inv_1,14,52.55
nor4_1,13,81.33
nand4_1,10,62.56
clkbuf_1,9,33.78
nand3b_1,6,45.04
nor3_1,6,30.03
xor2_1,6,52.55
a211oi_1,5,37.54
and3_1,5,31.28
mux2i_1,5,50.05
nand2b_1,5,31.28
dfstp_2,3,78.83
nor4_4,3,63.81
a22o_1,2,17.52
and4_1,2,17.52
mux2_2,2,22.52
nand4_4,2,42.54
nor2b_1,2,12.51
or2_2,2,12.51
a2111oi_0,1,8.760
and2_1,1,6.260
and3b_1,1,8.760
and4_2,1,10.01
buf_1,1,3.750
buf_2,1,5.000
nor3_4,1,16.27
nor3b_1,1,7.510
o41ai_1,1,8.760
or4_1,1,7.510
state kept, by name, summed over array words and instances (netlist names):
| register | flops |
|---|---|
| timer.out_10min_BCD | 4 |
| clock_divider_1_hz.internal_count | 32 |
| clock_divider_1_hz.clock_out | 1 |
| timer.out_1sec_BCD | 4 |
| timer.out_10sec_BCD | 4 |
| ring_counter.out | 4 |
| timer.out_1min_BCD | 4 |
area by class of cell:
type                       instances  area [sq um]
tap                               75         93.84
multi-input combinational        265          1795
clock inverter                     3         17.52
inverter                          14         52.55
fill                             508          2245
clock buffer                       5         68.82
timing repair buffer              46         457.9
sequential                        53          1330
where the power goes:
| group | internal, mW | switching (mW) |
|---|---|---|
| logic | 0.000922 | 0.00564 |
| clock network | 0.0695 | 0.0697 |
| registers | 0.193 | 0 |
| total | 0.264 | 0.0753 |
worst max-delay path by stage:
stage	slack, ns	endpoint	cells past startpoint
global route	4.74	clock_divider_1_hz.internal_count[0]	3
CTS	4.84	clock_divider_1_hz.internal_count[16]	3
finish	4.90	clock_divider_1_hz.internal_count[10]	3
per-layer routing:
layer | wire [um] | GRT usage | vias to the layer above
met2 | 2676 | 0.3215 | 37
li1 | - | - | 1281
met4 | 61 | 0.01754 | 0
met3 | 149 | 0.01784 | 5
met5 | 0 | 0 | -
met1 | 2937 | 0.3107 | 1153
No activity file was given, so power comes from the tool's default toggle rates.
