===== ./constraint.sdc =====
current_design counter

set clk_period 1.3
set clk_io_pct 0.2

create_clock -name clk0 -period $clk_period [get_ports {clk}]

set non_clock_inputs [all_inputs -no_clocks]
set_input_delay [expr $clk_period * $clk_io_pct] -clock clk0 $non_clock_inputs
set_output_delay [expr $clk_period * $clk_io_pct] -clock clk0 [all_outputs]

===== ./config.mk =====
export PLATFORM = sky130hd
export DESIGN_NAME = counter
export DESIGN_NICKNAME = counter
export VERILOG_FILES = /design/flow/design.v
export SDC_FILE = /design/flow/constraint.sdc
export NUM_CORES = 4
export LEC_CHECK = 1
export CORE_AREA = 10 10 70 70
export DIE_AREA = 0 0 80 80

===== ./design.v =====
module counter(clk, CLR, Q, sw);
	input clk, CLR, sw;
	output [3:0] Q;
	wire q0bar, q1bar, q2bar, q3bar;
	JK_FF U0 (clk, CLR, 1, 1, Q[0], q0bar);
	JK_FF U1 (((sw==0)?Q[0]:q0bar), CLR, 1, 1, Q[1], q1bar);
	JK_FF U2 (((sw==0)?Q[1]:q1bar), CLR, 1, 1, Q[2], q2bar);
	JK_FF U3 (((sw==0)?Q[2]:q2bar), CLR, 1, 1, Q[3], q3bar);
endmodule
module JK_FF(clk, rst, j, k, Q, Qbar);
	input clk, rst, j, k;
	output reg Q;
	output Qbar;
	assign Qbar = ~Q;
	always @(negedge clk or negedge rst) begin
		if(!rst)
			Q <= 0;
		else begin
			case({j,k})
			2'b00 : Q <= Q;
			2'b01 : Q <= 1'b0;
			2'b10 : Q <= 1'b1;
			2'b11 : Q <= ~Q;
			default : Q <= 1'b0;
		endcase
		end
	end
endmodule

===== ./run.sh =====
#!/bin/bash
# OpenROAD 26Q1-2900-gdf79404cd8, Yosys 0.63+post, stock flow scripts
make -C /OpenROAD-flow-scripts/flow DESIGN_CONFIG=/design/flow/config.mk WORK_HOME=/design/flow/orfs finish

==> design notes <==
The flow ran to the end, but the final reports show violations. The final reports fail on negative setup slack. The tools report the critical path capture point type as a primary output. The tally of nets with antenna violations remaining after routing is 0. The core region is 3416 sq um.

The mapped netlist covers 171.4 sq um. The synthesis stat section lists a flop and latch total of 4. For reference, the critical path cell chain is buf_2. The largest fanout on the critical path was 2; the clock network latency to the later pin of the worst-skew pair was 0 ns. The synthesized instance count is 15. For the sum of routed wire length over all layers, the log shows 347 um. The critical-path cell with the highest stage delay was sky130_fd_sc_hd__dfrtn_1.

The switching fraction of total power was 11.52%. Per the Yosys statistics, synthesis produced 15 cells. The tools report the final number of max-transition violations as 0.

Counting the warning lines in the Yosys log gives 9. Entering global routing, the biggest net connects 4 pins. Ranked by total cell area, the synthesized netlist is headed by sky130_fd_sc_hd__dfrtn_1 (58%), sky130_fd_sc_hd__buf_4 (18%), sky130_fd_sc_hd__xor2_1 (15%), sky130_fd_sc_hd__inv_1 (8.8%). The tools report the chip area as 6400 sq um.

The synthesized design spends more area on one cell type than any other, namely sky130_fd_sc_hd__dfrtn_1. In this run the register-to-register setup slack is 0.53 ns. In this run the tool buffered the top-level ports with 6 buffer cells.

The leakage power in the latest report is 0.1153 nW. The area added between synthesis and finish is 62.77%. The tools report the setup-violating endpoint count in the final report as 1.

Hold timing on the final database bottoms out at a slack of 0.5494 ns. Setup repair after global routing could not meet its margin everywhere. The run gives 1.15 ns for the signal arrival time at the worst endpoint. By startpoint and endpoint, the worst setup path is classified as register to primary output. The number of buffer and inverter instances along the worst setup path was 1. In the final layout, the share of cells above drive strength 1 is 20.00%. Yosys reports a chip area of 171.4 sq um. Once placement completed, the tool counted placed cells totaling 65. Across every metal layer, demand over resource in global routing totals 1.020%.

In this run the mean area of a mapped cell was 11.43 sq um. The placed wire-length estimate is 332.5 um. The logs give 7 for the number of ports placed on the die boundary and 279.0 sq um for the final standard cell area without fillers.

Detailed routing inserted a total of 97 vias. In the final timing run, aggregate negative setup slack is -0.1081 ns. The worst slew slack as a fraction of its limit is 88.14%, and the power spent charging and discharging nets is 0.005940 mW.

The power report attributes to the sequential group a share of 70.8%. The via count of the first global-routing pass is 98. Checking hold timing, the worst path is listed with class register to register. For this run, the slowest stage of the critical path takes 0.39 ns. Dividing the detail-routed via count by the number of cells gives 1.448.

The floorplan has 21 rows. For the violation tally from detailed-route iteration zero, the log shows 1. The report counts max-capacitance violations totalling 0. The launch point of the worst reg-to-reg path is U0.Q.

Global routing finished with a remaining overflow of 0. The tools report the weighted congestion reported at the end of routability-driven placement as 0.7230. Hold analysis lists the worst path endpoint as U0.Q. The final timing report lists clock skew as 0 ns.

The number of register pins that no clock reaches was 3. 6 endpoints have no timing constraint. The remaining routing DRC violations is 0, and the sum of internal, switching and leakage power is 0.05155 mW. Cells fill 8.169% of the core in the end. Area after detailed placement: 274.0 sq um. The top cell family by delay on the critical path is flip-flops.

The clock network accounts for 0% of the total power. The first-pass GRT wire length was 524 um. The number of hold buffers added after CTS was 0. The power report attributes to the combinational group a share of 29.2%. At the pin with the least slew margin, the transition time is 0.1774 ns. The worst hold path passes through 3 cells. The tools report the worst setup slack after layout as -0.1081 ns. The beginning of the worst hold path is U0.Q. The maximum resistive drop on vdd came out at 0.05238 mV. Startpoint class of the critical path: a register. The number of antenna violations at the first check in global routing is 1, and the overall die width is 80 um. Cell internal power was estimated by the tool at 0.04561 mW.

For reference, the final report shows the hold violation count at 0. The number of cells on the worst reg-to-reg path works out to 3. The tool warning count for the run is 31.

The worst register-to-register path ends at U0.Q. Top logic cell by instance count in the layout: sky130_fd_sc_hd__clkdlybuf4s50_1. For this run, the number of standard cells in the final layout without fillers is 67. Leaving out fill and tap cells, the most frequent cells in the layout are sky130_fd_sc_hd__clkdlybuf4s50_1 (5), sky130_fd_sc_hd__dfrtn_1 (4), sky130_fd_sc_hd__inv_1 (4). The placement-stage worst setup slack was -0.5087 ns; the area share of the leading cell type in the synthesized netlist was 58.39%.

The timing report gives the clock slew at the launch and capture registers of the worst setup and hold paths as 0 ns. The floorplan step records an initial core utilization of 5.018%. In the log, the iteration count for the first detailed-route pass is 2. From bottom edge to top edge, the die measures 80 um. Wire length per cell after detailed routing: 5.179 um.

In this run, distinct cell masters in the synthesized netlist total 4. The run gives 1.04 ns as the worst endpoint required time. Of the synthesized area, sequential elements account for 58.39%.

Per the summary, power density relative to cell area is 184.8 nW/um^2.
[cell usage after synthesis]
cell type / number
sky130_fd_sc_hd__buf_4: 4
sky130_fd_sc_hd__dfrtn_1: 4
sky130_fd_sc_hd__inv_1: 4
sky130_fd_sc_hd__xor2_1: 3
[routing by layer]
layer / global-route usage [%] / vias to the layer above / share of wire (%) / routed length (um)
met5: 0 / - / 0 / 0
met4: 0 / 0 / 0 / 0
met3: 1.591 / 0 / 35 / 123
met2: 0.8828 / 7 / 21 / 72
met1: 1.268 / 42 / 44 / 151
li1: - / 48 / - / -
[cell families after synthesis]
kind of cell / after synthesis / share of synthesized area [%]
buffers and inverters: 8 / 26.28
flip-flops: 4 / 58.40
XOR/XNOR: 3 / 15.33
[power groups by stage]
stage	Clock [mW]	Combinational, mW	Sequential, mW
after CTS	0	0.0154	0.0365
after global routing	0	0.0166	0.0365
final	0.00000206	0.0150	0.0365
[registers in the layout, summed over array words and instances (netlist names)]
signal  count
U1.Q        1
U3.Q        1
U2.Q        1
U0.Q        1
[worst max path at each step]
stage | end | startpoint | cells after the start | slack [ns]
final | Q[0] | U0.Q | 1 | -0.11
after global routing | Q[0] | U0.Q | 1 | -0.14
after CTS | Q[0] | U0.Q | 1 | -0.12
[layout make-up]
| type | instances | area [sq um] |
|---|---|---|
| antenna | 1 | 2.502 |
| fill | 407 | 3137 |
| inverter | 4 | 15.01 |
| multi-input combinational | 3 | 26.28 |
| sequential | 4 | 100.1 |
| tap | 46 | 57.56 |
| timing repair buffer | 9 | 77.57 |
[what timing repair did]
item                       in CTS  in global routing
resized                         4                  0
setup endpoints to repair       1                  1
gates cloned                    0                  0
buffers inserted                0                  1
pin swaps                       0                  0
Power figures rest on the tool's default switching activity, not on a simulated workload.
