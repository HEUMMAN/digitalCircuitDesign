### flow/config.mk
export PLATFORM = sky130hd
export DESIGN_NAME = HW9_counter
export DESIGN_NICKNAME = HW9_counter
export VERILOG_FILES = /design/flow/design.v
export SDC_FILE = /design/flow/constraint.sdc
export NUM_CORES = 4
export LEC_CHECK = 1
export CORE_AREA = 10 10 70 70
export DIE_AREA = 0 0 80 80
### flow/run.sh
#!/bin/bash
# OpenROAD 26Q1-2900-gdf79404cd8, Yosys 0.63+post, stock flow scripts
make -C /OpenROAD-flow-scripts/flow DESIGN_CONFIG=/design/flow/config.mk WORK_HOME=/design/flow/orfs finish
### flow/constraint.sdc
current_design HW9_counter

set clk_period 2.5
set clk_io_pct 0.2

create_clock -name clk0 -period $clk_period [get_ports {clk}]

set non_clock_inputs [all_inputs -no_clocks]
set_input_delay [expr $clk_period * $clk_io_pct] -clock clk0 $non_clock_inputs
set_output_delay [expr $clk_period * $clk_io_pct] -clock clk0 [all_outputs]
### flow/design.v
module HW9_counter(Q_60, Q_24, clk, rst);
	input clk, rst;
	output reg [5:0] Q_60;
	output reg [4:0] Q_24;
	always @(posedge clk or negedge rst)
	begin
		if(!rst) begin
			Q_60 <= 0; Q_24 <= 0;
		  		   end
		else begin
			  if(Q_60 == 59) begin
				  Q_60 <= 0;
				  if(Q_24 == 23)
					  Q_24 <= 0; 
				  else Q_24 <= Q_24 + 1; 
								  end
			  else Q_60 <= Q_60 + 1;
			  end
	end
endmodule
==> deck_impl_summary.md <==
Key Metrics from the Run

Worst setup path
  – Critical Path Start Type: flop
  – Crit path from: Q_60[2]
  – Worst EP required: about 2 ns
  – Critical path buffer and inverter count: 1
  – Kind of critical path: flop to output pin
  – Crit. End Element: output pin
  – CP max stage delay: ~0.61 ns
  – Crit-path slowest cell: dfrtp_1
  – CP arrival: approximately 1.4 ns
  – CP delay by family, top: flip-flops
  – FF-to-FF Start: Q_60[0]
  – Worst-path maximum fanout: 12
  – CP Cell Sequence: clkdlybuf4s50_1

Yosys
  – Area share, top type: between 50% and 60%
  – Synth Instances: 46
  – Yosys stat chip area: 546 sq um
  – Ao+oa area frac: around 10%
  – Dominant flop cell: dfrtp_1
  – #FFs+latches synth: 11
  – EDFF count, synth: 0
  – Adder Area Share: between 4 and 5%
  – Post-synthesis xor/xnor area fraction: about 4.8%
  – Yosys cell count: 46
  – Basic Gates by Area: between 20 and 25%
  – Leading area contributor after synthesis: dfrtp_1
  – Mux share: 6.19%
  – Mean post-synth cell area: between 10 and 15 sq um
  – Ys async rst share: approximately 100%
  – Cell Area, Synth: approximately 550 sq um
  – Most frequent cells after synthesis: 11 x dfrtp_1, 4 x nand3_1, 3 x mux2_2, 3 x nand2_1, 3 x nor2_1
  – Yosys warns: 1
  – Synth top area cells: dfrtp_1 50%, mux2_2 6.2%, ha_1 4.6%, nand4_4 3.9%, nand3_1 3.7%
  – Most common cell in the netlist: dfrtp_1
  – Comb area leader: simple AND/OR/NAND/NOR gates
  – Netlist cell types: 23
  – Sequential cell area fraction in the yosys report: approximately half

Floorplan
  – Rows: 21
  – Io pins: 13
  – Initial Utilization: between 10% and 20%
  – Die H: about 80 microns
  – Core area: between 0.003 and 0.004 sq mm
  – Chip area: around 0.0064 sq mm
  – Die W: around 80 microns

Timing
  – RSZ-0062 raised after global routing: no
  – FMAX: roughly 520 MHz
  – Clock Skews: 0.00210 ns
  – # setup viols final: 0
  – Fin crit period: 1.92 ns
  – Setup ws final: roughly 0.58 ns
  – Max-slew violations: 0
  – Final Hold Vio Count: 0
  – Final Cycle Share: about 77%
  – Setup TNS: 0 ns
  – Worst-Margin Slew: 0.473 ns
  – Worst slew margin: 68.3%

Finish
  – Combinational Area: 262 sq um
  – Area Overhead vs Synth: 36.5%
  – Layout cell share with drive strength beyond 1: between 15 and 20%
  – Fill count: about 380
  – Design Area, Final: ~740 sq um
  – Seq. cell area: roughly 280 sq um

Routing
  – Antenna cells: 0
  – Vias/cell: 3.70
  – Via Count: approximately 400
  – DRT Pass-1 Iters: 4
  – Drt first-iter violations: 6
  – Drt total wl: 1.13 mm
  – ANT nets after route: 0
  – Avg WL per Cell: approximately 11 microns
  – Residual DRC count: 0

CTS
  – Clock-pin slew on the worst setup and hold paths: ~0.06 ns
  – Late-Pin Clk Latency: roughly 0.26 ns
  – Clk buf depth: 2
  – Post-cts hold buffer count: 0
  – CTS resizes: 0
  – Post-CTS Setup Bufs: 0
  – Clk sinks: 11
  – CTS H-tree lvls: 1
  – CTS tree: yes
  – Cts bufs inserted: 3
  – Clk root buf: clkbuf_4

Power
  – P_sw: 0.0000583 W
  – Sequential power share: between 50% and 60%
  – Pwr Density: about 400 mW/mm^2
  – Total chip power: between 0.0002 and 0.0003 W
  – Net Sw Frac: about a fifth
  – Pint: about 0.00024 W
  – Peak VDD IR: around 0.00017 V
  – P_leak: 0.292 nW
  – Clock power share: 39.0%
  – Comb power frac: under 10%

GRT
  – Largest net degree at the start of global routing: 13
  – Global-route wire length before repair: 1.77 mm
  – Initial antenna violation count: 0
  – GRT Util Overall: roughly 3.5%
  – Vias in the first global route: around 350
  – Global route total overflow: 0

Place
  – PortBufs: 12
  – DP HPWL: ~900 microns
  – GPL Wtd Cong: between 0.7 and 0.8
  – Area of placed instances: ~700 sq um
  – Post-Place Setup Slack: roughly 0.85 ns

Min path
  – Hold crit path type: flop to flop
  – HP Start: Q_60[0]

Flow run
  – Tool warnings: 25
  – Max-Cap Viols: 0

Status
  – Status: finished clean
routing by layer:
layer,track usage [%],wire length (microns),share of wire (%),vias to the layer above
li1,-,-,-,200
met1,4.93,541,48,188
met2,4.82,531,47,6
met3,1.14,47,4.2,2
met4,1.06,10,0.88,0
met5,0,0,0,-
power groups by stage:
stage	clock, W	combinational, W	sequential, W
6_report	0.000117	0.00000455	0.000178
5_1_grt	0.000135	0.00000536	0.000178
4_1_cts	0.000125	0.00000502	0.000178
stage by stage:
| step | hold slack, ns | std cells | utilization, % |
|---|---|---|---|
| floorplan | 0.204 | 46 | - |
| global route | 0.576 | 107 | 21.8 |
| finish | 0.536 | 107 | 21.8 |
| global placement | 0.530 | 103 | 21.0 |
| detailed placement | 0.534 | 103 | 21.0 |
| CTS | 0.543 | 107 | 21.8 |
state kept, by name, indices dropped and copies added, names as in the netlist:
register	cells
Q_60	6
Q_24	5
layout make-up:
| class | count | share of cell area, % |
|---|---|---|
| flip-flops and latches | 11 | 37.0 |
| well taps | 46 | 7.73 |
| clock buffers | 4 | 3.53 |
| inverters | 1 | 0.504 |
| repair buffers | 12 | 16.1 |
| multi-input cells | 33 | 35.1 |
final timing paths:
path                                 to  slack (ns)  cells after the start
worst max register to register  Q_24[0]        0.92                      4
min in group asynchronous       Q_24[3]        0.56                      1
max in group asynchronous       Q_60[2]        1.62                      1
worst min-delay path            Q_60[0]        0.54                      1
worst max-delay path            Q_60[2]        0.58                      1
worst min register to register  Q_60[0]        0.54                      1
worst register-to-register path: cells and delay by family, from the launching register on:
family	cells	cell delay, ns
flops	1	0.42
mux	1	0.35
fa+ha+maj	1	0.32
simple gates	2	0.38
cell families after synthesis:
family	after synthesis
XOR/XNOR	3
adder cells (fa/ha/maj)	2
buffers and inverters	2
multiplexers	3
AND/OR/NAND/NOR	17
flip-flops	11
AND-OR/OR-AND	8
cell usage in the layout (no fill, tap or decap), types with 2 or more instances in the layout:
cell / n
clkbuf_4: 3
o211ai_1: 2
xor2_1: 2
dfrtp_1: 11
nand3_1: 4
nand2_1: 3
clkdlybuf4s50_1: 12
o21ai_0: 2
ha_1: 2
nor2_1: 3
mux2_2: 3
Power is estimated from default activity; no workload was simulated.
